`/design/flow/run.sh`:
```
#!/bin/bash
# OpenROAD 26Q1-2900-gdf79404cd8, Yosys 0.63+post, stock flow scripts
make -C /OpenROAD-flow-scripts/flow DESIGN_CONFIG=/design/flow/config.mk WORK_HOME=/design/flow/orfs finish
```
`/design/flow/design.v`:
```
module LIFO (output reg [7:0] dout,
             output reg full, empty,
             input clk, clr,
             input [7:0] din,
             input push, pop);
    reg [7:0] stack [0:7];
    reg [3:0] addr;
    always @(posedge clk) begin
        if (clr) begin
            dout <= 8'h0;
            addr <= 4'h0;
            full <= 1'b0;
            empty <= 1'b0;
        end
        else begin
            case ({pop, push})
                2'b01:  begin
                            if (!full) begin
                                if (addr < 4'h8) begin  
                                    stack[addr] <= din;
                                    addr <= addr + 1'b1;
                                    empty <= 1'b0;
                                end
                                else begin
                                    full <= 1'b1;
                                end
                            end
                        end
                2'b10:  begin
                            if (!empty) begin
                                if (addr > 4'h0) begin  
                                    dout <= stack[addr];
                                    addr <= addr - 1'b1;
                                    full <= 1'b0;
                                end
                                else begin
                                    empty <= 1'b1;
                                    dout <= 8'h0;
                                end
                            end
                        end
                default: ;
            endcase
        end
    end
endmodule
```
`/design/flow/constraint.sdc`:
```
current_design LIFO

set clk_period 2.9
set clk_io_pct 0.2

create_clock -name clk0 -period $clk_period [get_ports {clk}]

set non_clock_inputs [all_inputs -no_clocks]
set_input_delay [expr $clk_period * $clk_io_pct] -clock clk0 $non_clock_inputs
set_output_delay [expr $clk_period * $clk_io_pct] -clock clk0 [all_outputs]
```
`/design/flow/config.mk`:
```
export PLATFORM = sky130hd
export DESIGN_NAME = LIFO
export DESIGN_NICKNAME = LIFO
export VERILOG_FILES = /design/flow/design.v
export SDC_FILE = /design/flow/constraint.sdc
export NUM_CORES = 4
export LEC_CHECK = 1
export CORE_UTILIZATION = 30
```
==> GITHUB_STEP_SUMMARY <==
## Implementation flow summary

| Metric | Value |
|---|---|
| Largest area contributor in the synthesized netlist | edfxtp_1 |
| Number of antenna-violating nets in the routed design | 0 |
| Post-route total power | 2.53 mW |
| Die outline width | about 110 um |
| CTS Root Cell | clkbuf_8 |
| Synthesized area per cell | between 15 and 20 sq um |
| First-pass GRT wire length | between 9000 and 10000 um |
| Routed wirelength normalized by instance count | roughly 16 um |
| Core box area | about 10000 sq um |
| Share of the synthesized area in the top cell type | about three fifths |
| Fill cell total of the finished layout | around 960 |
| Top cells by area | edfxtp_1 (60%), mux4_1 (12%), dfxtp_1 (11%) |
| Number of setup buffers added after CTS | 0 |
| Max Root-Sink Buffers | 2 |
| Portion of the clock cycle consumed by the worst path in the final layout | approximately four fifths |
| TritonCTS buffer count | 9 |
| Worst-path cell with the longest stage delay | clkdlybuf4s50_1 |
| Maximum vdd ir drop | between 0.0003 and 0.0004 V |
| Most numerous cell in the Yosys netlist | edfxtp_1 |
| Final setup fails | 0 |
| Hpwl dp | about 3600 um |
| Post-synthesis cell count from yosys | between 150 and 200 |
| Ratio of cells with drive above 1 in the final layout | 17.1% |
| Net switching fraction of the power | roughly a fifth |
| Setup repair after global routing missed its margin | no |
| Count of max-cap constraint violations | 0 |
| Setup slack at placement | ~0.29 ns |
| Worst slew pin tran | about 0.77 ns |
| Depth of the CTS H-tree | 3 |
| CTS Hold Buffers Added | 0 |
| Async S/R FF share, synth | 0% |
| Pin count of the biggest net entering global routing | 16 |
| Worst hold path class | reg -> reg |
| Worst path cell trace | clkdlybuf4s50_1, nand2b_1, xnor2_1, ha_1, or3_1, a21oi_1, mux2_2 |
| Relative contribution of sequential cells to total power | between 50% and 60% |
| Cell count after synthesis | between 150 and 200 |
| Total power density per cell area | approximately 650 nW/um^2 |
| Final worst path period need | around 2.3 ns |
| Number of rows in the core area | 37 |
| Share of synthesized area occupied by flip-flops and latches | a little over two thirds |
| Clock sinks | 81 |
| Netlist area before placement | roughly 3200 sq um |
| Synth Flop Type | edfxtp_1 |
| Clock power share | 38.4% |
| Relative slew slack | 48.8% |
| Final weighted congestion in routability-driven placement | ~0.77 |
| Leakage dissipation | about 1.3 nW |
| Cell types with the highest counts after synthesis | edfxtp_1 (64), dfxtp_1 (17), mux4_1 (15), nor2_1 (15) |
| Warning total across the stage logs | 25 |
| Post-detailed-routing wire length | ~5700 um |
| Die Outline Area | between 10000 and 15000 sq um |
| Number of antenna violations at the first check in global routing | 0 |
| Number of synthesized flops with an enable pin | ~64 |
| Via count of the first global-routing pass | 1768 |
| Type of element capturing the critical path | flip-flop |
| Worst Path Arrival | 2.50 ns |
| Worst-Skew Late Latency | 0.35 ns |
| Total number of vias | 1635 |
| Flops & latches, synth | 81 |
| Peak per-stage delay on the critical path | ~0.45 ns |
| Final hold violation count | 0 |
| Number of top-level design ports | 22 |
| TritonCTS clock tree | done |
| CP startpoint kind | input pin |
| Status | completed |
| Unique masters post-synth | 32 |
| Drt first pass iters | 4 |
| Peak Freq | 441 MHz |
| Smallest setup slack after layout | about 0.63 ns |
| Clock-pin slew on the worst setup and hold paths | ~0.080 ns |
| FF-to-FF setup slack | 0.87 ns |
| Post-cts gate resize count | 0 |
| Height of the die | ~110 um |
| Port bufs | 21 |
| Cell Int Power | ~2 mW |
| Violation count after the first detailed-route iteration | 21 |
| Total net switching power | 534 uW |
| Setup Skew | ~0.011 ns |
| Syn. warnings | 1 |
| Synthesis-to-finish area growth | 20.7% |
| Crit path required time | ~3.1 ns |
| Share of power burned in combinational logic | 8.6% |
| Chip area from the yosys synthesis statistics | about 3200 sq um |
| Sum Neg Setup Slack | 0 ns |
| Residual DRC count | 0 |
| Minimum hold slack | slightly below 0.5 ns |
| Critical-path maximum fanout | 4 |
| Average vias per placed instance | between 4 and 5 |
| FP Util | 30.9% |
| GRT Util Overall | 11.6% |
| Antenna cells | 0 |
| Residual overflow from global routing | 0 |
| Number of slew-limit violations in the final report | 0 |
| Startpoint-to-endpoint class of the critical path | in -> reg |
[cells by family after synthesis]
family / after synthesis / synth area share (%)
DFF: 81 / 70.5
xor gates and xnor gates: 2 / 0.546
buffers and inverters: 9 / 2.11
and+or+nand+nor: 44 / 7.95
adders and majority gates: 1 / 0.390
AOI/OAI and AO/OA: 15 / 3.82
muxes: 21 / 14.7
[final timing paths]
check / depth (start not counted) / start / endpoint
min reg2reg: 1 / dout[6] / dout[6]
max: 7 / push / flip-flop
max reg2reg: 3 / flip-flop / dout[6]
min: 1 / dout[6] / dout[6]
[placed cells by master (no fill, tap or decap), drive strengths merged]
cell           instances
edfxtp                64
clkdlybuf4s50         21
dfxtp                 17
mux4                  16
nor2                  15
buf                   14
clkbuf                10
and3                   7
a221o                  7
nand2b                 5
nor3                   5
mux2                   4
nand2                  3
nor2b                  3
a21oi                  3
bufinv                 3
nor4                   2
inv                    2
xnor2                  1
or2                    1
or3                    1
o32a                   1
mux2i                  1
xor2                   1
a22o                   1
or4                    1
nand4                  1
o21ai                  1
o21a                   1
a31oi                  1
ha                     1
clkinvlp               1
clkinv                 1
[flip-flops by register name, indices dropped and copies added (netlist names), named ones only]
register	count
stack	64
addr	4
dout	8
empty	1
full	1
[metal layers]
layer	wire, um	global-route usage (%)	up-vias	share of wire, %
met3	670	7.51	8	12
met2	2720	18.0	63	48
li1	-	-	782	-
met5	0	0	-	0
met4	71	1.11	0	1.2
met1	2240	14.7	782	39
[power groups by stage]
stage                 registers [mW]  logic [mW]  clock network [mW]
after CTS                       1.34       0.221               0.996
after global routing            1.35       0.237                1.05
final                           1.34       0.217               0.970
[layout make-up]
cell class | count | area [sq um] | area share, %
sequential | 81 | 2260 | 58.4
inverter | 1 | 3.75 | 0.0969
timing repair buffer | 35 | 315 | 8.14
multi-input combinational | 83 | 880 | 22.7
clock buffer | 10 | 128 | 3.29
clock inverter | 6 | 115 | 2.97
tap | 136 | 170 | 4.39
[metrics by stage]
stage	cell area, sq um	util (%)	instances
after floorplan	3210	-	173
after global placement	3630	35.0	336
after detailed placement	3630	35.0	336
after CTS	3870	37.4	352
after global routing	3870	37.4	352
final	3870	37.4	352
[worst max-delay path: cells and delay by family]
| kind | cells | cell delay [ns] |
|---|---|---|
| AND-OR/OR-AND | 1 | 0.23 |
| XOR/XNOR | 1 | 0.14 |
| adder cells (fa/ha/maj) | 1 | 0.20 |
| buffers and inverters | 1 | 0.45 |
| multiplexers | 1 | 0.36 |
| AND/OR/NAND/NOR | 2 | 0.53 |
No activity file was given, so power comes from the tool's default toggle rates.
