$ cat /design/flow/run.sh
#!/bin/bash
# OpenROAD 26Q1-2900-gdf79404cd8, Yosys 0.63+post, stock flow scripts
make -C /OpenROAD-flow-scripts/flow DESIGN_CONFIG=/design/flow/config.mk WORK_HOME=/design/flow/orfs finish
$ cat /design/flow/config.mk
export PLATFORM = sky130hd
export DESIGN_NAME = decoder4x16
export DESIGN_NICKNAME = decoder4x16
export VERILOG_FILES = /design/flow/design.v
export SDC_FILE = /design/flow/constraint.sdc
export NUM_CORES = 4
export LEC_CHECK = 1
export CORE_AREA = 10 10 70 70
export DIE_AREA = 0 0 80 80
$ cat /design/flow/design.v
module decoder3x8 (output reg [7:0] YL,
                   input EN, C, B, A);
    always @(*) begin
        if (EN)
            case ({C, B, A})
                0: YL = 8'b1111_1110;
                1: YL = 8'b1111_1101;
                2: YL = 8'b1111_1011;
                3: YL = 8'b1111_0111;
                4: YL = 8'b1110_1111;
                5: YL = 8'b1101_1111;
                6: YL = 8'b1011_1111;
                7: YL = 8'b0111_1111;
                default: YL = 8'HFF;
            endcase
        else
            YL = 8'b1111_1111;
    end
endmodule
module decoder4x16 (output [15:0] y,
                    input d, c, b, a);
    wire dbar;
    assign dbar = ~d;
    decoder3x8 u1 (.YL(y[7:0]), .EN(dbar), .C(c), .B(b), .A(a)),
               u2 (.YL(y[15:8]), .EN(d), .C(c), .B(b), .A(a));
endmodule
module dec6seg (output reg [0:6] seg,
                input [3:0] code,
                input BI_L);
    always @(*) begin
        if (BI_L)
            case (code)
                0:  seg = 7'b111_1110;
                1:  seg = 7'b111_1110;
                2:  seg = 7'b110_1101;
                3:  seg = 7'b111_1001;
                4:  seg = 7'b011_0011;
                5:  seg = 7'b101_1011;
                6:  seg = 7'b101_1111;
                7:  seg = 7'b111_0000;
                8:  seg = 7'b111_1111;
                9:  seg = 7'b111_1011;
                default: seg = 7'b000_0000;
            endcase
        else seg = 7'b000_0000;
    end
endmodule
$ cat /design/flow/constraint.sdc
current_design decoder4x16

set clk_period 1.6
set clk_io_pct 0.2

create_clock -name clk0 -period $clk_period

set non_clock_inputs [all_inputs -no_clocks]
set_input_delay [expr $clk_period * $clk_io_pct] -clock clk0 $non_clock_inputs
set_output_delay [expr $clk_period * $clk_io_pct] -clock clk0 [all_outputs]
==> results_dict.tcl <==
# collected from the flow reports
set metrics [dict create \
    avgViaCountPerCell 3.01 \
    max_freq_mhz 646 \
    final-hold-violation-count 0 \
    antenna_diode_count 0 \
    min-delay-start "d" \
    synth_warnings 1 \
    post_cts_setup_buffer_count 0 \
    comb_area_um2 164 \
    synthDistinctLibCells 8 \
    p_switching_w 0.0000280 \
    synth-cells-yosys 20 \
    postSynthSeqShare_pct 0 \
    route.met3.wl_um 167 \
    power.share.clock_pct 0 \
    worst_setup_path_end_kind "primary output" \
    yosysMostFrequentCell "nand4bb_1" \
    floorplan.die.width_um 80 \
    port_buffers 20 \
    die_h_um 80 \
    grt_setup_unrepaired "false" \
    leakage_power_summed_over_all_cells_nw 0.139 \
    final_layout_size_suffix_gt1_share_pct 28.6 \
    vdd.ir_drop.worst_uv 33.2 \
    detail-route-antenna-nets 0 \
    pwr-share-seq_pct 0 \
    worstHoldPathType "in2out" \
    grt_start_max_net_pins 12 \
    crit_path_start_kind "input pin" \
    report.final.setup_viol 0 \
    initial_utilization_pct 5.46 \
    route.detailed.drc 0 \
    power.switching_fraction_pct 39.6 \
    slew_violations 0 \
    syn_avg_cell_area_um2 9.32 \
    area.growth.synth_to_final_pct 144 \
    ff_count 0 \
    yosys.area.top_type_share_pct 36.2 \
    grt_overflow 0 \
    part_of_the_total_power_dissipated_in_combinational_logic_pct 100.0 \
    critPathRequiredTime_ns 1.28 \
    post-route-min-period_ns 1.55 \
    drt-wirelength-per-cell_um 11.4 \
    drt-total-wl_um 1000 \
    run_status "finished clean" \
    drt_first_pass_iters 3 \
    boundaryPins 20 \
    synth_area_leader_cell "nand4bb_1" \
    antenna_found_initial 0 \
    design_power_total_w 0.0000708 \
    place.gp.congestion 0.711 \
    route.vias.total 265 \
    area_of_the_mapped_netlist_um2 186 \
    drt_iter0_drc 1 \
    tightestPinTransition_ns 0.106 \
    hold_buffers 0 \
    row_count 21 \
    log.warning_count 32 \
    criticalPathCategory "in2out" \
    dpl.hpwl_um 669 \
    fillerInstances 403 \
    highest-signal-layer "met3" \
    synthesis.instances 20 \
    worst_ep_arrival_time_ns 1.23 \
    drt-met1-wl_um 600 \
    yosys-top-cells-area "nand4bb_1, nand4b_1, or4b_1, or4b_4, buf_6" \
    drv_cap 0 \
    number_of_clock_tree_buffers_in_the_layout 0 \
    grt.total_usage_pct 2.47 \
    ys_top_cells_by_count "nand4bb_1, nand4b_1, clkbuf_1, or4b_1" \
    internal-power_w 0.0000428 \
    areal_power_density_over_the_cells_mw_per_mm2 155 \
    yosys-stat-area_um2 186 \
    holdPathStages 3 \
    min_period_over_period_pct 96.7 \
    maxSlewHeadroom_pct 92.9 \
    floorplan.core_area_mm2 0.00342 \
    crit_path_start "a" \
    postLayoutCoreUtil_pct 13.3 \
    die_area_mm2 0.00640 \
    sequential_cell_area_um2 0 \
    grt_first_pass_wirelength_um 1290 \
    route.met2.wl_um 236 \
    critical_path.max_fanout 7 \
    via_count_of_the_first_global_routing_pass 243 \
]
[kinds of logic after synthesis]
kind of cell,count (synthesis),share of synthesized area [%]
AND/OR/NAND/NOR,16,87.9
buffers and inverters,4,12.1
[routing by layer]
metal | vias up | GRT usage [%]
met2 | 20 | 2.25
met4 | 0 | 0
met5 | - | 0
met1 | 110 | 4.22
li1 | 135 | -
met3 | 0 | 1.70
[worst paths after layout]
check             slack, ns    to
setup / recovery       0.05  y[2]
hold / removal         1.07  y[2]
[worst max-delay path: stages]
cell and delay, ns:
clkbuf_4 0.15, or4b_1 0.51, dlygate4sd2_1 0.25
[final cells by class]
class | count | share of cell area (%)
Timing Repair Buffer | 26 | 51.4
Tap cell | 46 | 12.6
Multi-Input combinational cell | 16 | 36.0
[power groups by stage]
| stage | logic (W) | clock network, W | registers [W] |
|---|---|---|---|
| after CTS | 0.0000634 | 0 | 0 |
| after global routing | 0.0000792 | 0 | 0 |
| final | 0.0000708 | 0 | 0 |
[cells in the final DEF, fill, tap and decap left out]
master           instances
buf_6                    4
or4_4                    1
dlygate4sd2_1            5
nand4bb_1                6
or4b_4                   1
nand4b_1                 4
or4b_1                   3
buf_2                    4
nand4_1                  1
clkdlybuf4s50_1         11
clkbuf_4                 2
[metrics by stage]
| step | TNS, ns | instance area, µm² | worst slack (ns) | std cells | hold slack, ns |
|---|---|---|---|---|---|
| 3_5_place_dp | -6.82 | 452 | -0.499 | 86 | 1.77 |
| 2_1_floorplan | 0 | 186 | 0.407 | 20 | 0.685 |
| 3_3_place_gp | -6.70 | 452 | -0.497 | 86 | 1.76 |
| 6_report | 0 | 455 | 0.0531 | 88 | 1.07 |
| 4_1_cts | 0 | 425 | 0.0206 | 86 | 1.06 |
| 5_1_grt | 0 | 455 | 0.00239 | 88 | 1.10 |
[repair_timing]
action	4_1_cts	5_1_grt
cloned	0	2
resized	21	6
endpoints found under the setup margin	16	9
Power and IR drop assume default switching activity.
