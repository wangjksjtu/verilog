`./config.mk`:
```
export PLATFORM = sky130hd
export DESIGN_NAME = adder_cla8a
export DESIGN_NICKNAME = adder_cla8a
export VERILOG_FILES = /design/flow/design.v
export SDC_FILE = /design/flow/constraint.sdc
export NUM_CORES = 4
export LEC_CHECK = 1
export CORE_AREA = 10 10 70 70
export DIE_AREA = 0 0 80 80
```
`./constraint.sdc`:
```
current_design adder_cla8a

set clk_period 2.1
set clk_io_pct 0.2

create_clock -name clk0 -period $clk_period

set non_clock_inputs [all_inputs -no_clocks]
set_input_delay [expr $clk_period * $clk_io_pct] -clock clk0 $non_clock_inputs
set_output_delay [expr $clk_period * $clk_io_pct] -clock clk0 [all_outputs]
```
`./design.v`:
```
module fulladd (output cout, sum,
                input a, b, cin);
    wire s1, c1, s2;
    xor (s1, a, b);
    and (c1, a, b);
    xor (sum, s1, cin);
    and (s2, s1, cin);
    or (cout, s1, s2);
endmodule
module adder_cla4 (output cout, output [3:0] sum,
                   input [3:0] a, b, cin);
    wire [3:0] gen, pro;
    genvar k;
    generate for (k = 0; k < 4; k = k + 1) begin: GLOOP
        assign gen[k] = a[k] & b[k];
        assign pro[k] = a[k] ^ b[k];
    end
    endgenerate
    wire g3, g2, g1, g0, p3, p2, p1, p0, c3, c2, c1, c0;
    assign {g3, g2, g1, g0} = gen;
    assign {p3, p2, p1, p0} = pro;
    assign c0 = g0 | (p0 & cin),
           c1 = g1 | (p1 & g0) | (p1 & p0 & cin),
           c2 = g2 | (p2 & p1) | (p2 & p1 & g0) | (p2 & p1 & g0 & cin),
           c3 = g3 | (p3 & p2) | (p3 & p2 & p1) | (p3 & p2 & p1 & g0) | (p3 & p2 & p1 & g0 & cin);
    assign sum = {p3, p2, p1, p0} ^ {c2, c1, c0, cin};
    assign cout = c3;
endmodule
module adder_cla8a (output cout, 
                    output [7:0] sum,
                    input [7:0] a, b,
                    input cin);
    wire c3, c7;
    wire [3:0] s0, s1, a0, a1, b0, b1;
    assign a0 = a[3:0], a1 = a[7:4], b0 = b[3:0], b1 = b[7:4];
    adder_cla4 u0 (.cout(c3), .sum(s0), .a(a0), .b(b0), .cin(cin));
    adder_cla4 u1 (.cout(c7), .sum(s1), .a(a1), .b(b1), .cin(c3));
    assign {cout, sum} = {c7, s1, s0};
endmodule
```
`./run.sh`:
```
#!/bin/bash
# OpenROAD 26Q1-2900-gdf79404cd8, Yosys 0.63+post, stock flow scripts
make -C /OpenROAD-flow-scripts/flow DESIGN_CONFIG=/design/flow/config.mk WORK_HOME=/design/flow/orfs finish
```
==> impl_metrics.csv <==
group,metric,value,unit
outcome,status,"finished, final reports clean",
run,warnings,34,
worst_hold_path,min_to,"sum[4]",
yosys,ys_chip_area,156,um2
floorplan,die_x,80,um
sta,fin_crit,2.07,ns
yosys,ys.warnings.count,2,
yosys,postSynthAreaPerCell,8.69,um2
worst_setup_path,crit_path_end_kind,"primary output",
yosys,yosysUniqueCellTypes,6,
final_layout,mostFrequentLayoutCells,"21 x clkdlybuf4s50_1, 5 x xor2_1, 4 x dlygate4sd2_1, 2 x ha_1",
final_layout,nFillCells,404,
worst_setup_path,crit_slowest_cell,"clkdlybuf4s50_1",
sta,hold_viol,0,
sta,whs,1.44,ns
yosys,ys_cells,18,
grt,grt-ovfl-total,0,
worst_hold_path,hp-start,"a[3]",
pwr,power_leakage,0.183,nW
final_layout,ff_count,0,
final_layout,nClkBuffers,0,
yosys,syn_area,156,um2
floorplan,core-area,0.00342,mm2
final_layout,drive_above_1_share,10.3,%
final_layout,final-comb-area,135,um2
grt,grt_start_max_net_pins,3,
floorplan,fp-utilization,4.58,%
worst_setup_path,start_kind,"primary input",
final_layout,utilization,13.4,%
routing,totalWireLength,748,um
placed_design,globalplace.congestion,0.798,
sta,slew_headroom,84.8,%
run,cap_viol_max_count,0,
routing,viasPerCell,2.21,
routing,via_count,188,
grt,grt_pass1_wl,986,um
floorplan,io_pins,26,
worst_setup_path,path_max_fanout,2,
routing,n_antenna_cell,0,
floorplan,num_rows,21,
final_layout,fin_cells,85,
placed_design,io_buffers,26,
yosys,synthCells,18,
routing,firstDrtPassIters,1,
routing,ant_nets,0,
sta,tightest_slew,0.227,ns
sta,drv_slew,0,
worst_setup_path,crit_type,"primary input to primary output",
routing,drc,0,
worst_setup_path,crit_required,1.68,ns
worst_setup_path,slowest_delay,0.51,ns
final_layout,lay_top_count,"clkdlybuf4s50_1",
sta,max_freq,483,MHz
grt,grt_pass1_vias,196,
placed_design,dp.cells,84,
yosys,yosysTopAreaCell,"xor2_1",
grt,grt_usage,1.96,%
sta,finalSetupViolCount,0,
final_layout,final_area,458,um2
routing,wl_per_cell,8.80,um
pwr,power.density,210,mW/mm2
pwr,vdd_drop_max,0.0000399,V
placed_design,dp_hpwl,668,um
worst_hold_path,hold_path_depth,5,
yosys,top_cell_area_share,33.6,%
final_layout,regArea,0,um2
worst_setup_path,crit_path_frequent_cell,"clkdlybuf4s50_1",
floorplan,fp.dieH,80,um
grt,antenna_found_initial,0,
floorplan,dieArea,0.00640,mm2
worst_setup_path,worstPathArrival,1.65,ns
worst_hold_path,hold_class,"primary input to primary output",
routing,drt_iter0_markers,0,
worst_setup_path,crit_chain,"clkdlybuf4s50_1 -> xor2_1 -> clkdlybuf4s50_1",
yosys,ys_seq_share,0,%
final_layout,areaGrowthSynthToFinish,193,%
sta,period_used_share,98.6,%
yosys,area_leaders,"xor2_1 34%, buf_4 29%, ha_1 24%, xnor2_1 5.6%, a21o_1 4.8%",
placed_design,place_area,429,um2
[cells in the mapped netlist]
| library cell | instances |
|---|---|
| xor2_1 | 6 |
| xnor2_1 | 1 |
| a21oi_1 | 1 |
| a21o_1 | 1 |
| ha_1 | 3 |
| buf_4 | 6 |
[routing by layer]
layer	part of all wire, %	track usage [%]
met1	42	2.57
met2	39	2.89
met3	19	1.14
met4	0	0
met5	0	0
[cells by family (layout without fill, tap and decap cells)]
kind of cell / after synthesis / count (layout) / synth area share, %
AOI/OAI and AO/OA: 2 / 2 / 8.00
xor gates and xnor gates: 7 / 7 / 39.2
adders and majority gates: 3 / 3 / 24.0
buffers and inverters: 6 / 27 / 28.8
[cell type report]
cell class	count	area share [%]
Timing Repair Buffer	27	57.9
Tap cell	46	12.6
Multi-Input combinational cell	12	29.5
[per-stage QoR]
| step | setup slack, ns | TNS (ns) | total power [mW] |
|---|---|---|---|
| floorplan | 0.725 | 0 | 0.0318 |
| global placement | -0.222 | -0.369 | 0.0960 |
| detailed placement | -0.236 | -0.386 | 0.0968 |
| CTS | -0.00818 | -0.00818 | 0.0957 |
| global route | -0.000269 | -0.000269 | 0.106 |
| finish | 0.0298 | 0 | 0.0960 |
[worst max path at each step]
stage / from / slack [ns] / end
6_report: a[2] / 0.03 / sum[2]
5_1_grt: a[2] / -0.0003 / sum[2]
4_1_cts: a[3] / -0.008 / sum[3]
[power breakdown]
part / internal, mW / switching (mW)
Sequential: 0 / 0
Combinational: 0.0716 / 0.0245
Clock: 0 / 0
Total: 0.0716 / 0.0245
[repair_timing]
action	4_1_cts	5_1_grt
endpoints found under the hold margin	0	0
resized	6	2
hold buffers	0	0
pin swaps	4	0
setup buffers	1	0
setup endpoints to repair	3	1
[worst max-delay path, delay by kind of cell]
family | cells | cell delay, ns
xor gates and xnor gates | 1 | 0.23
buffers and inverters | 2 | 0.99
Power figures rest on the tool's default switching activity, not on a simulated workload.
